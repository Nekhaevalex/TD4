**/design/flow/run.sh**
```bash
#!/bin/bash
# OpenROAD 26Q1-2900-gdf79404cd8, Yosys 0.63+post, stock flow scripts
make -C /OpenROAD-flow-scripts/flow DESIGN_CONFIG=/design/flow/config.mk WORK_HOME=/design/flow/orfs finish
```
**/design/flow/config.mk**
```make
export PLATFORM = sky130hd
export DESIGN_NAME = inc_reg
export DESIGN_NICKNAME = inc_reg
export VERILOG_FILES = /design/flow/design.v
export SDC_FILE = /design/flow/constraint.sdc
export NUM_CORES = 4
export LEC_CHECK = 1
export CORE_AREA = 10 10 70 70
export DIE_AREA = 0 0 80 80
```
**/design/flow/constraint.sdc**
```tcl
current_design inc_reg

set clk_period 1.2
set clk_io_pct 0.2

create_clock -name clk0 -period $clk_period [get_ports {clk}]

set non_clock_inputs [all_inputs -no_clocks]
set_input_delay [expr $clk_period * $clk_io_pct] -clock clk0 $non_clock_inputs
set_output_delay [expr $clk_period * $clk_io_pct] -clock clk0 [all_outputs]
```
**/design/flow/design.v**
```verilog
module gen_reg
	#(parameter width = 4)
	(
	input logic clk, n_reset, n_en,
	input logic [width - 1:0] in,
	output logic [width - 1:0] out
	);
	always_ff@(posedge clk, negedge n_reset)
		if(~n_reset) out <= '0;
		else if(~n_en) out <= in;
endmodule
module inc_reg
	#(parameter width = 4)
	(
	input logic clk, n_reset, n_en,
	input logic [width - 1:0] in,
	output logic [width - 1:0] out
	);
	always_ff@(posedge clk, negedge n_reset)
		if(~n_reset) out <= '0;
		else if(~n_en) out <= in;
		else out <= out + 1;
endmodule
module mux_4to1
	#(parameter width = 4)
	(
	input logic [width - 1:0] a, b, c, d,
	input logic [1:0] sel,
	output logic [width - 1:0] y
	);
	always_comb
			case(sel)
				0: y = a;
				1: y = b;
				2: y = c;
				3: y = d;
				default: y = {width{1'bx}};
			endcase
endmodule
module adder(
					input logic [3:0] a, b,
					output logic [3:0] sum,
					output logic cout
					);
	assign {cout, sum} = a + b;
endmodule
```
==> results_dict.tcl <==
# collected from the flow reports
set metrics [dict create \
    drt_wl_total_um 659 \
    fin_crit_ps 1150 \
    layout_setup_ws_ps 47.2 \
    cts.sinks 4 \
    io_buffers 10 \
    r2r-start "out[0]" \
    synth_area_um2 178 \
    cts_max_level 1 \
    async_reset_ff_frac 1.00 \
    grt.overflow.total 0 \
    p_seq_frac 0.354 \
    largest_register "out" \
    hp-class "input pin to asynchronous set/reset pin" \
    antenna_cells 0 \
    clk_latency_ps 240 \
    p_int_w 0.000363 \
    synthDistinctLibCells 10 \
    ctsHoldBuffers 0 \
    netlist_instances 15 \
    drtPass1Iterations 4 \
    ys_sh_aoi 0.0563 \
    grt.busiest_layer "met3" \
    finalPower_w 0.000478 \
    drive_gt1_frac 0.250 \
    dp_slack_ps 3.09 \
    clockBufferDepth 2 \
    worstMarginPinSlew_ps 197 \
    grt_pass1_vias 197 \
    synth_warnings 1 \
    grt_usage 0.0225 \
    reg2reg_depth 3 \
    use_met2 0.0169 \
    chip_area_um2 6400 \
    warnings 25 \
    synth_flops 4 \
    fp_util 0.0520 \
    skew_ps 4.67 \
    slew_headroom 0.868 \
    ys.flop_type "dfrtp_1" \
    setup_viol 0 \
    cp.arrival_ps 1270 \
    antenna_found_initial 0 \
    synth.area.top_cells "dfrtp_1 56%, ha_1 7.0%, mux2_2 6.3%, a21oi_1 5.6%, mux2i_1 5.6%" \
    yosys.area_share.xor_xnor 0.0986 \
    ir_drop_mv 0.236 \
    post_drt_wl_per_cell_um 8.45 \
    crit_type "flop to flop" \
    r2r-end "out[1]" \
    gr-usage-met3 0.0375 \
    yosysTopAreaCell "dfrtp_1" \
    p_per_area_nw_per_um2 1220 \
    fill_cells 401 \
    power_leakage_nw 0.164 \
    synth_adder_area_share 0.0704 \
    yosys_cells 15 \
    top_area_frac 0.563 \
    io_pins 11 \
    ys_sh_simple 0.0704 \
    drt_iter0_drc 4 \
    synth_seq_share 0.563 \
    top_logic_kind "multiplexers" \
    synthMostInstantiatedCell "dfrtp_1" \
    grt_pass1_wl_um 1030 \
    top_cells_by_count "4 x dfrtp_1, 2 x a21oi_1, 2 x nor2_1" \
    finalHoldViolations 0 \
    num_vias 180 \
    die_w_um 80 \
    finalCritPeriodShare 0.961 \
    worst_hold_slack_ps 209 \
    drv_slew 0 \
    cp-start-kind "flop" \
    place.gp.congestion 0.730 \
    p_sw_w 0.000115 \
    final-comb-area_um2 77.6 \
    outcome "complete, no violations" \
    critPathMaxFanout 3 \
    largest_reg_flops 4 \
    core_um2 3420 \
    ant_nets 0 \
    yosys.stat.chipArea_um2 178 \
    synth_area_per_cell_um2 11.8 \
    cts_buffers 3 \
    reg_top3 "out: 4 flops" \
    mux_area_frac 0.120 \
    clkSlewWorstSetupHoldPaths_ps 40 \
    p_sw_frac 0.241 \
    routed_via_density 2.31 \
    cp-endpoint "out[1]" \
    die_h_um 80 \
    area_growth_pct 120 \
    std_cell_rows 21 \
    fmax_ghz 0.867 \
    drv_cap 0 \
    grt_use_met1 0.0266 \
    r2r_slack_ps 50 \
    cts-root-buf "clkbuf_4" \
    clkPwrFrac 0.356 \
    fin_util 0.114 \
    final-seq-area_um2 100 \
    drc 0 \
    worst_ep_required_time_ps 1320 \
    cts_tree "yes" \
    end_kind "flop" \
    p_comb_frac 0.290 \
    synth-edff-count 0 \
    grt_max_degree 6 \
    crit_start "out[0]" \
]
## cell type report
class,instances,share of cell area
clock buffers,3,0.0577
inverters,1,0.00962
multi-input cells,10,0.199
flip-flops and latches,4,0.256
well taps,46,0.147
repair buffers,14,0.330
## power groups by stage
stage	logic (W)	registers, W	clock network, W
6_report	0.000139	0.000169	0.000170
4_1_cts	0.000132	0.000169	0.000180
5_1_grt	0.000157	0.000172	0.000197
## worst max-delay path, stage by stage (launching register included)
cell     delay, ps
dfrtp_1        380
buf_6          130
ha_1           280
mux2_4         250
## routing by layer
layer / part of all wire / vias up
met4: 0.0076 / 0
li1: - / 85
met3: 0.32 / 2
met2: 0.21 / 19
met1: 0.46 / 74
met5: 0 / -
## logic make-up after synthesis
| logic type | after synthesis |
|---|---|
| and+or+nand+nor | 3 |
| buffers and inverters | 1 |
| AOI/OAI and AO/OA | 2 |
| muxes | 2 |
| xor gates and xnor gates | 2 |
| adders and majority gates | 1 |
| DFF | 4 |
## placed cells by master, fill, tap and decap left out
cell             netlist  layout
xnor2_1                1       1
clkbuf_4               0       3
mux2_4                 0       1
clkdlybuf4s50_1        0       6
dlygate4sd2_1          0       4
nor2_1                 2       2
inv_1                  1       1
mux2i_1                1       1
nand3_1                1       1
ha_1                   1       1
buf_6                  0       1
dfrtp_1                4       4
a21oi_1                2       2
xor2_1                 1       1
buf_4                  0       3
## what timing repair did
action / in CTS / in global routing
gates resized: 4 / 2
setup endpoints to repair: 4 / 1
hold endpoints to repair: 0 / 0
buffers inserted: 3 / 0
## worst min-delay path by stage
| stage | startpoint | to | slack (ps) | cells after the start |
|---|---|---|---|---|
| 4_1_cts | n_reset | out[1] | 200 | 1 |
| 5_1_grt | n_reset | out[3] | 210 | 1 |
| 6_report | n_reset | out[3] | 210 | 1 |
## through the flow
step / cells / setup TNS [ps] / area [um^2]
6_report: 78 / 0 / 390
4_1_cts: 78 / 0 / 383
3_3_place_gp: 72 / 0 / 343
3_5_place_dp: 72 / 0 / 343
5_1_grt: 78 / -0.358 / 390
2_1_floorplan: 15 / 0 / 178
Power figures rest on the tool's default switching activity, not on a simulated workload.
